### flow/run.sh
#!/bin/bash
# OpenROAD 26Q1-2900-gdf79404cd8, Yosys 0.63+post, stock flow scripts
make -C /OpenROAD-flow-scripts/flow DESIGN_CONFIG=/design/flow/config.mk WORK_HOME=/design/flow/orfs finish
### flow/config.mk
export PLATFORM = sky130hd
export DESIGN_NAME = ALU
export DESIGN_NICKNAME = ALU
export VERILOG_FILES = /design/flow/design.v
export SDC_FILE = /design/flow/constraint.sdc
export NUM_CORES = 4
export LEC_CHECK = 1
export CORE_UTILIZATION = 30
### flow/constraint.sdc
current_design ALU

set clk_period 4.4
set clk_io_pct 0.2

create_clock -name clk0 -period $clk_period [get_ports {pixel_clock}]

set non_clock_inputs [all_inputs -no_clocks]
set_input_delay [expr $clk_period * $clk_io_pct] -clock clk0 $non_clock_inputs
set_output_delay [expr $clk_period * $clk_io_pct] -clock clk0 [all_outputs]
### flow/design.v
module ALU (operation, a, b, pixel_clock,A1,B1, pc,run,pcnew,ion);
input[7:0] operation;
input[15:0] a;
input[15:0] b;
input [11:0] pc;
input pixel_clock;
output reg[11:0] pcnew;
reg [15:0] A,B;
reg [5:0] STATUS=0;
reg [11:0] PC;
reg flag=0;
reg c;
input run;
output reg [15:0] A1=0,B1=0;
output reg ion=0;
always @(posedge pixel_clock)
begin
if (run == 1)
begin
A=a;
B=b;
PC=pc;
case(operation)
8'b01110001: begin {c,A1}= A + B;  
if(A1 == 0 )  
STATUS[5]=1;
if(c == 1)  
STATUS[4]=1;
if(A1[15]== 1)  
STATUS[0]=1;
pcnew=PC;
end
8'b01110010: begin {c,A1}= A & B;  
if(A1 == 0 )  
STATUS[5]=1;
if(c == 1)  
STATUS[4]=1;
if(A1[15]== 1)  
STATUS[0]=1;
pcnew=PC;
end
8'b01110011: begin A=0; STATUS[5]=1; pcnew=PC; end  
8'b01110100: begin B=0; STATUS[5]=1; pcnew=PC; end  
8'b01110101: begin B1=~B;
if(B1 == 0 )  
STATUS[5]=1;
if(B1[15]== 1)  
STATUS[0]=1;
pcnew=PC;
end  
8'b01110110: begin {c,B1}=B+1;  
if(B1 == 0 )  
STATUS[5]=1;
if(c == 1)  
STATUS[4]=1;
if(B1[15]== 1)  
STATUS[0]=1;
pcnew=PC;
end
8'b01110111: begin {c,B1}=B-1;  
if(B1 == 0 )  
STATUS[5]=1;
if(c == 1)  
STATUS[4]=1;
if(B1[15]== 1)  
STATUS[0]=1;
pcnew=PC;
end
8'b01111000: begin STATUS = STATUS & 6'b101111; pcnew=PC; end  
8'b01111001: begin STATUS = STATUS & 6'b011111; pcnew=PC; end  
8'b01111010: begin STATUS = STATUS | 6'b000010; ion=1; pcnew=PC; end  
8'b01111011: begin STATUS = STATUS & 6'b111101; ion=0; pcnew=PC; end  
8'b01111100: begin
if(STATUS[4] == 1)
pcnew=PC+1;  
end
8'b01111101: begin
if(STATUS[5] == 1)
pcnew=PC+1;  
end
default: begin A=0; pcnew=PC; end
endcase
end
A1= 70;
end
endmodule
==> results.txt <==
flow finished, numbers: Post-synth ARST share=0, VDD IR max=158 uV, kind of critical path=input port to flop, Final Max Slew Viols=0, Max Clk Rate=around 260 MHz, input/output buffers=roughly 85, Core Region=approximately 11000 um^2, Cell Type Count=roughly 75, top cells, area=edfxtp_1, ha_1, xnor2_1, xor2_1, nor2_1, count leader, synth=nor2_1, final core utilization=0.413, ANT cells=0, Fin. Hold Viols=0, top cells by count=nor2_1, nand2_1, edfxtp_1, vias in the first global route=between 3000 and 4000, Synth Instances=roughly 400, CP top delay family=simple AND/OR/NAND/NOR gates, max_cap viols=0, Dominant flop cell=edfxtp_1, share of layout cells above drive strength 1=0.0911, RSZ-0062 raised after global routing=false, Yosys top cell area share=0.272, Critical Path End=STATUS[5], GP Congestion=between 0.9 and 1, Comb pwr share=0.292, Post-CTS Setup Bufs=0, WP buf/inv=1, pre-CTS WS=0.323 ns, P&R area growth vs syn=32.4%, tool warnings=27, Root Buffer=clkbuf_16, Sw Share=0.271, sw power=around 0.28 mW, Setup crit start kind=input port, arrival time of the worst setup path=3.77 ns, die area=approximately 12000 um^2, antenna violations before repair=0, FF-to-FF setup slack=approximately 3.3 ns, die width=between 100 and 150 um, CP max FO=3, Post-Syn Area=roughly 3400 um^2, Flop pwr share=0.335, Synth area leader=edfxtp_1, grt ovf=0, clk buf depth=2, count of library flops with an enable pin=31, # IOs=around 99, DR vias=around 3300, skew final=~0.0054 ns, critical path depth=11, synthesized area per cell=between 8 and 9 um^2, critical path cell sequence=clkdlybuf4s50_1 > ha_1 > fa_1 > a211oi_1 > nor3b_1 > o22ai_2 > nor3_1 > nor4_1 > nor4b_1 > nor3_1 > a211oi_2, DRC=0, hold buffer count at CTS=0, clock slew seen by the registers of the worst setup and hold paths=~0.06 ns, crit-path most repeated cell=nor3_1, slew margin rel.=0.473, antenna viol nets, final=0, Worst R2R Path Depth=3, Die Span Y=around 110 um, final worst path period need=between 3 and 4 ns, status=completed, yosys synthesis chip area=around 3400 um^2, Internal Dissipation=roughly 0.76 mW, reg2reg end=pcnew[10], Synthesized registers=32, number of clock sinks=32, slowest stage delay, CP=0.43 ns, CTS H-tree lvls=2, Leak=roughly 1.6 nW, first-pass GRT wire length=around 15000 um, pin count of the biggest net entering global routing=19, critical register-to-register path startpoint=STATUS[5], Yosys Instances=roughly 400, worst hold path class=flop to flop, Final setup viols=0, yosys warns=1, Final period util=0.863, Clock Power Share=0.373, Least-Margin Pin Slew=about 0.8 ns, standard-cell rows=38, CTS tree=yes, gr usage total=0.161, HP Start=STATUS[4], via/cell ratio=~5.3, crit path DRT=approximately 4.4 ns, DR pass1 iterations=4, setup TNS=0 ns, worst setup path startpoint=b[0], Power Density=~230 nW/um^2, Worst setup EP type=flop, slowest cell on the critical path=clkdlybuf4s50_1, 1st-iter DRT viols=146, final WL=around 9100 um, post-route setup slack=0.602 ns, Clock Latency Late Sink=around 0.27 ns, hpwl dp=roughly 7400 um, drt wl/cell=roughly 15 um, Synth Seq Share=0.277, CTS Buf Count=5, # resized after CTS=0, Pre-Place Util=0.312
cell type report:
| cell class | instances | area [um^2] |
|---|---|---|
| flip-flops and latches | 32 | 951 |
| inverters | 13 | 48.8 |
| well taps | 140 | 175 |
| multi-input cells | 330 | 2230 |
| clock inverters | 3 | 42.5 |
| clock buffers | 5 | 125 |
| repair buffers | 100 | 963 |
| fillers | 1049 | 6440 |
metal layers:
| metal | routed length (um) | vias to the layer above | track usage |
|---|---|---|---|
| met4 | 211 | 0 | 0.0386 |
| met1 | 4250 | 1495 | 0.238 |
| met2 | 4150 | 122 | 0.256 |
| li1 | - | 1655 | - |
| met3 | 458 | 18 | 0.0152 |
| met5 | 0 | - | 0 |
worst min path at each step:
stage     slack (ns)       end  cells past startpoint
5_1_grt         0.93  pcnew[1]                      3
6_report        0.87  pcnew[1]                      3
4_1_cts         0.88  pcnew[1]                      3
flip-flops by register name (all words and copies together), names as in the netlist:
register and flops:
pcnew 12, ion 1, STATUS 2, A1 1, B1 16
worst register-to-register path, delay by kind of cell, from the launching register on:
family / cells / cell delay, ns
flip-flops: 1 / 0.34
buffers and inverters: 1 / 0.22
AND-OR/OR-AND: 1 / 0.14
multiplexers: 1 / 0.07
power groups by stage:
stage	Combinational, mW	Sequential [mW]	Clock, mW
4_1_cts	0.304	0.349	0.398
5_1_grt	0.336	0.349	0.410
6_report	0.304	0.349	0.388
through the flow:
step | cells | hold slack (ns) | power [mW] | instance area [um^2]
5_1_grt | 623 | 0.929 | 1.10 | 4540
2_1_floorplan | 414 | 1.01 | 0.543 | 3470
4_1_cts | 623 | 0.879 | 1.05 | 4540
3_3_place_gp | 615 | 0.866 | 0.661 | 4370
6_report | 623 | 0.866 | 1.04 | 4540
3_5_place_dp | 615 | 0.866 | 0.657 | 4370
placed cells by master, fill, tap and decap left out, types with 3 or more instances in the layout:
| master | n |
|---|---|
| buf_4 | 15 |
| conb_1 | 14 |
| a21oi_1 | 19 |
| a31oi_1 | 7 |
| edfxtp_1 | 31 |
| clkdlybuf4s50_1 | 85 |
| nor4_1 | 8 |
| ha_1 | 20 |
| and3_1 | 6 |
| a21o_1 | 6 |
| a211oi_1 | 6 |
| o21ai_1 | 5 |
| nand4_1 | 12 |
| inv_1 | 10 |
| nand2_1 | 33 |
| nand3_1 | 20 |
| xnor2_1 | 18 |
| nand2b_1 | 3 |
| nor2_1 | 35 |
| nor4_2 | 3 |
| and2_1 | 3 |
| nor3_2 | 3 |
| inv_2 | 3 |
| o41ai_1 | 3 |
| o21ai_0 | 12 |
| nor3_1 | 13 |
| clkbuf_16 | 5 |
| xor2_1 | 16 |
| or2_2 | 3 |
| o311ai_0 | 4 |
| o211ai_1 | 4 |
cells by family after synthesis:
family,synth area share
AOI/OAI and AO/OA,0.209
adders and majority gates,0.0788
DFF,0.277
muxes,0.00912
xor gates and xnor gates,0.0869
and+or+nand+nor,0.251
buffers and inverters,0.0854
other,0.00219
Power is estimated from default activity; no workload was simulated.
