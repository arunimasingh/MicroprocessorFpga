==> design.v <==
module keyboard(clock, ps2_clk, ps2_data, char, key);
input clock;
input ps2_data;
input ps2_clk;
output [15:0]char;
output key;
reg [15:0]char;
reg key;
reg [9:0] bits = 0;
reg [3:0] count = 0;
reg [1:0] ps2_clk_prev2 = 2'b11;
reg [19:0] timeout = 0;
always @(posedge clock)
ps2_clk_prev2 <= {ps2_clk_prev2[0], ps2_clk};
always @(posedge clock)
begin
if((count == 11) || (timeout[19] == 1))
begin
count <= 0;
if((char[7:0] == 8'hE0) || (char[7:0] == 8'hF0))
begin
key <= 1;
char[15:0] <= {char[7:0], bits[7:0]};
end
else
begin
key <= 0;
char[15:0] <= {8'b0, bits[7:0]};
end
end
else
begin
if(ps2_clk_prev2 == 2'b10)
begin
count <= count + 1;
bits <= {ps2_data, bits[9:1]};
end
end
end
always @(posedge clock)
timeout <= (count != 0) ? timeout + 1 : 0;
endmodule  
==> run.sh <==
#!/bin/bash
# OpenROAD 26Q1-2900-gdf79404cd8, Yosys 0.63+post, stock flow scripts
make -C /OpenROAD-flow-scripts/flow DESIGN_CONFIG=/design/flow/config.mk WORK_HOME=/design/flow/orfs finish
==> config.mk <==
export PLATFORM = sky130hd
export DESIGN_NAME = keyboard
export DESIGN_NICKNAME = keyboard
export VERILOG_FILES = /design/flow/design.v
export SDC_FILE = /design/flow/constraint.sdc
export NUM_CORES = 4
export LEC_CHECK = 1
export CORE_AREA = 10 10 113 113
export DIE_AREA = 0 0 123 123
==> constraint.sdc <==
current_design keyboard

set clk_period 2.9
set clk_io_pct 0.2

create_clock -name clk0 -period $clk_period [get_ports {clock}]

set non_clock_inputs [all_inputs -no_clocks]
set_input_delay [expr $clk_period * $clk_io_pct] -clock clk0 $non_clock_inputs
set_output_delay [expr $clk_period * $clk_io_pct] -clock clk0 [all_outputs]
==> results.ini <==
[placement]
gp_congestion = 0.742
place_ws_ns = 0.842
hpwlAfterDp_um = 2130
portBuffers = 19
dpl_cell_area_mm2 = 0.00235
dp_cells = 312

[grt]
grt_pass1_vias = 1068
antenna_found_initial = 0
grt_max_degree = 23
grt_pass1_wl_um = 5000
track_usage_pct = 3.99
overflow = 0

[worst_setup_path]
startpoint = count[0]
cp-start-kind = flip-flop
crit_fanout = 22
crit_type = flip-flop to flip-flop
endpoint = bits[9]
reg2reg_depth = 3
crit_arrival_ns = 2.02
ff2ff_setup_slack_ns = 0.82
rr_endpoint = bits[9]
rr_startpoint = count[0]
critPathCaptureType = flip-flop
crit_required_ns = 2.83

[power_and_ir_drop]
power_mw = 1.62
power_density_mw_per_mm2 = 663
irDropWorstVdd_mv = 0.249
leakagePower_nw = 0.815

[clocking]
cts_htree_levels = 2
cts_tree = built
cts_resized = 0
cts.clk_slew.worst_paths_ns = 0.09
cts.sinks = 53
postCtsSetupRepairBufs = 0
ctsHoldBuffers = 0
numCtsBuffers = 5
cts-root-buf = clkbuf_8
clkLatencyLatePin_ns = 0.30
clockBufferDepth = 2

[floorplanning]
chipArea_mm2 = 0.0151
die_x_um = 123
core-area_mm2 = 0.0103
rows = 37
die_h_um = 123
pin_count = 20
floorplan.core_util_pct = 19.1

[synth]
synth_warnings = 1
ys_types = 29
synth_flop_count = 53
synth_seq_share_pct = 67.4
syn-cell-area_mm2 = 0.00198
syn-instance-count = 155
ys_cells = 155
syn-mean-instance-area_um2 = 12.7
ys_area_mm2 = 0.00198

[route]
vias_per_cell = 3.56
drc = 0
drt-total-wl_um = 3060
num_vias = 1139
n_antenna_cell = 0
drt_iter0_markers = 42
firstDrtPassIters = 3
ant_nets = 0
avgRoutedWirePerCell_um = 9.55

[finish]
drive_above_1_share_pct = 8.70
stdcell_area_mm2 = 0.00244
fin_util_pct = 23.6
fin_cells = 320
area_growth_pct = 23.4

[job]
tool_warnings = 26
cap_violations = 0

[worst_hold_path]
hp-class = flip-flop to flip-flop

[timing]
hold_violations = 0
period_needed_ns = 2.08
fmax_mhz = 480
clock_skew_ns = 0.00544
rsz0062_at_grt = false
report.final.slew_viol_count = 0
period_used_pct = 71.9
finalSetupTns_ns = 0
relSlewSlack_pct = 44.3
fin_ws_ns = 0.815
worst_slew_pin_slew_ns = 0.833
setup_viol = 0
whs_ns = 0.355

[outcome]
outcome = complete, no violations

synth_stat cells:
cell,n,area (µm²)
and3_1,2,12.5
nand2_1,5,18.8
nor2b_1,5,31.3
and4b_2,1,11.3
xnor2_1,12,105
dfxtp_1,26,521
a21oi_1,3,15.0
nor3b_1,1,7.51
or2_4,1,8.76
and2_1,1,6.26
nor3_1,4,20.0
conb_1,1,3.75
xor2_1,5,43.8
or3_1,2,12.5
ha_1,3,37.5
edfxtp_1,27,811
buf_2,2,10.0
a31o_2,1,8.76
and4_1,2,17.5
mux2_2,2,22.5
nand3_2,1,10.0
nand4_4,1,21.3
nand3_1,5,25.0
o21ai_0,2,10.0
nor2_1,22,82.6
nand4b_1,1,8.76
nor4_1,7,43.8
nand4_1,5,31.3
inv_1,5,18.8
placed cells by master (no fill, tap or decap), drive strengths merged:
cell type	instances
or2	1
nor2b	5
nor3	4
or3	2
nand3	6
xor2	5
ha	3
mux2	2
nand4	6
clkdlybuf4s50	19
nor4	7
a31o	1
clkinvlp	2
and4b	1
nand2	5
clkbuf	6
o21ai	2
nand4b	1
and2	1
xnor2	12
and4	2
dfxtp	26
a21oi	3
and3	2
nor2	22
edfxtp	27
conb	4
nor3b	1
buf	1
inv	5
layout make-up:
cell class | instances | area (µm²)
Fill cell | 1087 | 7890
Sequential cell | 53 | 1330
Multi-Input combinational cell | 98 | 632
Timing Repair Buffer | 20 | 198
Tap cell | 136 | 170
Clock buffer | 6 | 72.6
Inverter | 5 | 18.8
Clock inverter | 2 | 15.0
state kept, by name, summed over array words and instances, names as in the netlist:
register and count:
bits 10, count 4, timeout 20, char 16
ps2_clk_prev2 2, key 1
worst max-delay path, stage by stage, from the launching register on:
cell     delay [ns]
dfxtp_1        0.36
ha_1           0.22
a31o_2         0.42
nor2b_1        0.71
where the power goes:
part	switching [mW]	internal (mW)	total, mW
clock	0.229	0.170	0.399
sequential	0.0799	0.886	0.966
combinational	0.132	0.118	0.250
total	0.441	1.17	1.62
worst min-delay path by stage:
stage	from	endpoint	slack [ns]	depth (start not counted)
final	ps2_clk_prev2[0]	ps2_clk_prev2[1]	0.36	0
after global routing	ps2_clk_prev2[0]	ps2_clk_prev2[1]	0.37	0
after CTS	ps2_clk_prev2[0]	ps2_clk_prev2[1]	0.36	0
layer usage:
metal,vias to the layer above,routed length [µm],global-route usage [%]
li1,601,-,-
met1,513,1560,5.82
met2,21,1220,5.72
met3,4,243,1.57
met4,0,30,0.509
met5,-,0,0
cell families after synthesis:
kind of cell    Yosys count  share of synthesized area, %
xor+xnor                 17                          7.54
buf+inv                   7                          1.46
flops                    53                          67.4
simple gates             66                          18.7
compound gates            6                          1.71
fa+ha+maj                 3                          1.90
mux                       2                          1.14
other cells               1                         0.190
Power figures rest on the tool's default switching activity, not on a simulated workload.
