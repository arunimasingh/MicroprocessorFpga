==> design/flow/design.v <==
module CHAR_DISPLAY
(
char_column,
char_line,
subchar_line,
subchar_pixel,
pixel_clock,
reset,
vga_red_data,
vga_green_data,
vga_blue_data,
opcode,
A,
B,
status
);
input [6:0] char_column;  
input [6:0] char_line;  
input [2:0] subchar_line;  
input [2:0] subchar_pixel;  
input pixel_clock;
input reset;
output vga_red_data;
output vga_green_data;
output vga_blue_data;
input [15:0] opcode;
input [15:0] A;
input [15:0] B;
input[2:0] status;
wire [0:8*35-1] example_wel = " ***16 bit Microprocessor***";
wire [0:8*24-1] example_text ;
wire [0:8*24-1] dispA;
wire [0:8*24-1] dispB;
wire [0:8*35-1] dispStatus;
wire [13:0] char_addr = {char_line[6:0], char_column[6:0]};
wire write_enable;  
wire pixel_on;  
line3 instr(opcode, example_text);
line9 flags(status, dispStatus);
line57 showA(char_line, A, dispA);
line57 showB(char_line, B, dispB);
reg [7:0] char_write_data;  
integer i, k,j,v;
assign write_enable = 1;
always @ (char_line or char_column) begin
char_write_data <= 8'h20;
if (char_line == 7'h01) begin
for (v = 0; v < 35; v = v + 1) begin
if (char_column == v)
char_write_data <= example_wel[v*8+:8];
end
end
else if (char_line == 7'h09) begin
for (i = 0; i < 24; i = i + 1) begin
if (char_column == i)
char_write_data <= example_text[i*8+:8];
end
end
else if (char_line == 7'h07) begin
for (i = 0; i < 35; i = i + 1) begin
if (char_column == i)
char_write_data <= dispStatus[i*8+:8];
end
end
else if (char_line == 7'h03) begin
for (j = 0; j < 24; j = j + 1) begin
if (char_column == j)
char_write_data <= dispA[j*8+:8];
end
end
else if (char_line == 7'h05) begin
for (k = 0; k < 24; k = k + 1) begin
if (char_column == k)
char_write_data <= dispB[k*8+:8];
end
end
end
reg background_red;  
reg background_green;  
reg background_blue;  
reg foreground_red;  
reg foreground_green;  
reg foreground_blue;  
assign vga_red_data = (pixel_on) ? foreground_red : background_red;
assign vga_green_data = (pixel_on) ? foreground_green : background_green;
assign vga_blue_data = (pixel_on) ? foreground_blue : background_blue;
always @ (char_line or char_column) begin
background_red <= 1'b0;
background_green <= 1'b0;
background_blue <= 1'b1;
foreground_red <= 1'b1;
foreground_green <= 1'b0;
foreground_blue <= 1'b0;
end
CHAR_GEN CHAR_GEN
(
reset,  
char_addr,  
char_write_data,  
write_enable,  
pixel_clock,  
char_addr,  
subchar_line,  
subchar_pixel,  
pixel_clock,  
pixel_on  
);
endmodule  
module line9(status, dispStatus);
input[2:0] status;
output reg [0:8*35-1] dispStatus;
always@(status)
begin
case(status)
3'b000: begin dispStatus<= " IE=0 | Z=0 | C=0 " ;end
3'b001: begin dispStatus<= " IE=0 | Z=0 | C=1 " ;end
3'b010: begin dispStatus<= " IE=0 | Z=1 | C=0 " ;end
3'b011: begin dispStatus<= " IE=0 | Z=1 | C=1 " ;end
3'b100: begin dispStatus<= " IE=1 | Z=0 | C=0 " ;end
3'b101: begin dispStatus<= " IE=1 | Z=0 | C=1 " ;end
3'b110: begin dispStatus<= " IE=1 | Z=1 | C=0 " ;end
3'b111: begin dispStatus<= " IE=1 | Z=1 | C=1 " ;end
default:begin dispStatus<= " " ;end
endcase
end
endmodule
module line3(opcode, dispOpcode);
input [15:0] opcode;
output reg [0:8*12-1] dispOpcode;
always@(opcode)
begin
case(opcode)
16'hB000: dispOpcode <= " RET " ;
16'hF000: dispOpcode <= " NOP " ;
16'hC000: dispOpcode <= " HALT " ;
16'h7100: dispOpcode <= " ADD " ;
16'h7800: dispOpcode <= " CLC " ;
16'h7900: dispOpcode <= " CLZ " ;
16'h7A00: dispOpcode <= " ION " ;
16'h7B00: dispOpcode <= " IOF " ;
16'h7F00: dispOpcode <= " DECA " ;
16'h7600: dispOpcode <= " INCB " ;
16'h7700: dispOpcode <= " DECB " ;
16'h7200: dispOpcode <= " AND " ;
16'h7500: dispOpcode <= " CMB " ;
16'hA000: dispOpcode <= " POPA " ;
16'h7C00: dispOpcode <= " SC " ;
16'h7D00: dispOpcode <= " SZ " ;
16'h9000: dispOpcode <= " PUSHA " ;
16'h7300: dispOpcode <= " CLA " ;
16'h7400: dispOpcode <= " LB " ;
endcase
case(opcode[15:12])
4'b0000: dispOpcode <= " LDA " ;
4'b0001: dispOpcode <= " LDB " ;
4'b0010: dispOpcode <= " STA " ;
4'b0011: dispOpcode <= " STB " ;
4'b0100: dispOpcode <= " JMP " ;
4'b0101: dispOpcode <= " JSR " ;
endcase
end
endmodule
module line57(lineNo, regVal, regChar);
input [0:15] regVal;
input[6:0] lineNo;
reg[3:0] hex1;
reg[3:0] hex2;
reg[3:0] hex3;
reg[3:0] hex4;
output reg [0:8*18-1] regChar;
always@(regVal)
begin
if(lineNo == 7'h03)
begin regChar[0:7] <= "A"; end
else if(lineNo == 7'h05)
begin regChar[0:7] <= "B"; end
regChar[8:15] <= ":";
regChar[16:23] <= 8'h30;
regChar[24:31] <= 8'h58;
if(regVal[0] == 0)
hex1[3]=1'b0;
else if(regVal[0] == 1)
hex1[3]=1;
if(regVal[1] == 0)
hex1[2]=0;
else if(regVal[1] == 1)
hex1[2]=1;
if(regVal[2] == 0)
hex1[1]=0;
else if(regVal[2] == 1)
hex1[1]=1;
if(regVal[3] == 0)
hex1[0]=0;
else if(regVal[3] == 1)
hex1[0]=1;
if(regVal[4] == 0)
hex2[3]=0;
else if(regVal[4] == 1)
hex2[3]=1;
if(regVal[5] == 0)
hex2[2]=0;
else if(regVal[5] == 1)
hex2[2]=1;
if(regVal[6] == 0)
hex2[1]=0;
else if(regVal[6] == 1)
hex2[1]=1;
if(regVal[7] == 0)
hex2[0]=0;
else if(regVal[7] == 1)
hex2[0]=1;
if(regVal[8] == 0)
hex3[3]=0;
else if(regVal[8] == 1)
hex3[3]=1;
if(regVal[9] == 0)
hex3[2]=0;
else if(regVal[9] == 1)
hex3[2]=1;
if(regVal[10] == 0)
hex3[1]=0;
else if(regVal[10] == 1)
hex3[1]=1;
if(regVal[11] == 0)
hex3[0]=0;
else if(regVal[11] == 1)
hex3[0]=1;
if(regVal[12] == 0)
hex4[3]=0;
else if(regVal[12] == 1)
hex4[3]=1;
if(regVal[13] == 0)
hex4[2]=0;
else if(regVal[13] == 1)
hex4[2]=1;
if(regVal[14] == 0)
hex4[1]=0;
else if(regVal[14] == 1)
hex4[1]=1;
if(regVal[15] == 0)
hex4[0]=0;
else if(regVal[15] == 1)
hex4[0]=1;
case(hex1)
4'b0000: regChar[32:39] <= 8'h30;
4'b0001: regChar[32:39] <= 8'h31;
4'b0010: regChar[32:39] <= 8'h32;
4'b0011: regChar[32:39] <= 8'h33;
4'b0100: regChar[32:39] <= 8'h34;
4'b0101: regChar[32:39] <= 8'h35;
4'b0110: regChar[32:39] <= 8'h36;
4'b0111: regChar[32:39] <= 8'h37;
4'b1000: regChar[32:39] <= 8'h38;
4'b1001: regChar[32:39] <= 8'h39;
4'b1010: regChar[32:39] <= 8'h41;
4'b1011: regChar[32:39] <= 8'h42;
4'b1100: regChar[32:39] <= 8'h43;
4'b1101: regChar[32:39] <= 8'h44;
4'b1110: regChar[32:39] <= 8'h45;
4'b1111: regChar[32:39] <= 8'h46;
default: regChar[32:39] <= 8'h30;
endcase
case(hex2)
4'b0000: regChar[40:47] <= 8'h30;
4'b0001: regChar[40:47] <= 8'h31;
4'b0010: regChar[40:47] <= 8'h32;
4'b0011: regChar[40:47] <= 8'h33;
4'b0100: regChar[40:47] <= 8'h34;
4'b0101: regChar[40:47] <= 8'h35;
4'b0110: regChar[40:47] <= 8'h36;
4'b0111: regChar[40:47] <= 8'h37;
4'b1000: regChar[40:47] <= 8'h38;
4'b1001: regChar[40:47] <= 8'h39;
4'b1010: regChar[40:47] <= 8'h41;
4'b1011: regChar[40:47] <= 8'h42;
4'b1100: regChar[40:47] <= 8'h43;
4'b1101: regChar[40:47] <= 8'h44;
4'b1110: regChar[40:47] <= 8'h45;
4'b1111: regChar[40:47] <= 8'h46;
default: regChar[40:47] <= 8'h30;
endcase
case(hex3)
4'b0000: regChar[48:55] <= 8'h30;
4'b0001: regChar[48:55] <= 8'h31;
4'b0010: regChar[48:55] <= 8'h32;
4'b0011: regChar[48:55] <= 8'h33;
4'b0100: regChar[48:55] <= 8'h34;
4'b0101: regChar[48:55] <= 8'h35;
4'b0110: regChar[48:55] <= 8'h36;
4'b0111: regChar[48:55] <= 8'h37;
4'b1000: regChar[48:55] <= 8'h38;
4'b1001: regChar[48:55] <= 8'h39;
4'b1010: regChar[48:55] <= 8'h41;
4'b1011: regChar[48:55] <= 8'h42;
4'b1100: regChar[48:55] <= 8'h43;
4'b1101: regChar[48:55] <= 8'h44;
4'b1110: regChar[48:55] <= 8'h45;
4'b1111: regChar[48:55] <= 8'h46;
default: regChar[48:55] <= 8'h30;
endcase
case(hex4)
4'b0000: regChar[56:63] <= 8'h30;
4'b0001: regChar[56:63] <= 8'h31;
4'b0010: regChar[56:63] <= 8'h32;
4'b0011: regChar[56:63] <= 8'h33;
4'b0100: regChar[56:63] <= 8'h34;
4'b0101: regChar[56:63] <= 8'h35;
4'b0110: regChar[56:63] <= 8'h36;
4'b0111: regChar[56:63] <= 8'h37;
4'b1000: regChar[56:63] <= 8'h38;
4'b1001: regChar[56:63] <= 8'h39;
4'b1010: regChar[56:63] <= 8'h41;
4'b1011: regChar[56:63] <= 8'h42;
4'b1100: regChar[56:63] <= 8'h43;
4'b1101: regChar[56:63] <= 8'h44;
4'b1110: regChar[56:63] <= 8'h45;
4'b1111: regChar[56:63] <= 8'h46;
default: regChar[56:63] <= 8'h30;
endcase
end
endmodule
==> design/flow/run.sh <==
#!/bin/bash
# OpenROAD 26Q1-2900-gdf79404cd8, Yosys 0.63+post, stock flow scripts
make -C /OpenROAD-flow-scripts/flow DESIGN_CONFIG=/design/flow/config.mk WORK_HOME=/design/flow/orfs finish
==> design/flow/config.mk <==
export PLATFORM = sky130hd
export DESIGN_NAME = line57
export DESIGN_NICKNAME = line57
export VERILOG_FILES = /design/flow/design.v
export SDC_FILE = /design/flow/constraint.sdc
export NUM_CORES = 4
export LEC_CHECK = 1
export CORE_AREA = 10 10 73 73
export DIE_AREA = 0 0 83 83
==> design/flow/constraint.sdc <==
current_design line57

set clk_period 1.7
set clk_io_pct 0.2

create_clock -name clk0 -period $clk_period

set non_clock_inputs [all_inputs -no_clocks]
set_input_delay [expr $clk_period * $clk_io_pct] -clock clk0 $non_clock_inputs
set_output_delay [expr $clk_period * $clk_io_pct] -clock clk0 [all_outputs]
==> impl_metrics.yaml <==
# physical design summary
global_route:
  grt_pass1_wl_um: 5299
  antenna_found_initial: 0
  first_global_vias: 1046
  grt_overflow: 0
  track_usage_pct: 8.633
  grt_start_max_net_pins: 9
sta:
  untimed_endpoints: 4
  rsz0062_at_grt: "no"
  fmax_mhz: 606.1
  fin_crit_ps: 1650
  unclocked_pins: 2
  slew_viol_final: 0
  setup_viol: 0
  final_hold_viol_count: 0
  finalClockPeriodUsage_pct: 97.06
placement:
  gp_congestion: 0.7360
  hpwl_um: 3384
  placed_area_um2: 1612
  port_buffers: 53
yosys:
  avgSynthCellArea_um2: 7.348
  yosysChipArea_um2: 1389
  ys_sh_adder_pct: 7.207
  simple_gate_share_pct: 13.96
  ys_cells: 189
  ys_sh_aoi_pct: 8.468
  xor_share_pct: 0.6306
  syn_inst: 189
  synth.distinct_cells: 25
  synth_flops: 2
  synth_top_area_share_pct: 63.78
  ys_warn_count: 81
  synthMuxAreaShare_pct: 0
  area_leaders: "buf_4, ha_1, inv_1"
  synth_area_leader_cell: "buf_4"
  netlist_area_um2: 1389
  synth.logic.top_family: "buffers and inverters"
cells_and_area:
  top_regs: "regChar x2"
  regMostFlops: "regChar"
  final_core_util_pct: 42.61
  area_growth_pct: 14.86
  final_layout_size_suffix_gt1_share_pct: 17.53
  final_area_um2: 1595
  largest_reg_flops: 2
critical_path:
  critPathSlowestCell: "a31o_2"
  cpLargestDelayFamily: "buffers and inverters"
  endpoint_kind: "output pin"
  critical_path.max_fanout: 2
  path_cells: "buf_2 -> inv_2 -> ha_4 -> or2_1 -> a31o_2 -> clkdlybuf4s15_1"
  start_kind: "input port"
  path_buffers: 3
  worstSetupPathType: "in -> out"
  max_stage_delay_ps: 240
  cp.required_ps: 1360
  cp.arrival_ps: 1310
floorplanning:
  core_area_um2: 3744
  fp_util_pct: 37.10
  core.rowCount: 22
  dieWidth_um: 83
  die_area_um2: 6889
  pin_count: 167
  die_y_um: 83
route:
  drt_first_pass_iters: 4
  vias: 998
  routed_wl_um: 3556
  avgViaCountPerCell: 3.338
  drt_iter0_markers: 22
  ant_nets: 0
  num_antenna_cells: 0
  avgRoutedWirePerCell_um: 11.89
  drc: 0
min_path:
  holdPathEnd: "regChar[37]"
  hold_start: "regVal[0]"
  min_path_cells: 3
  hp-class: "in -> out"
power_and_ir_drop:
  powerDensity_nw_per_um2: 159.7
  cellLeakagePower_nw: 0.9254
  finalPower_mw: 0.2547
  ir_drop_v: 0.00005352
run_status:
  status: "finished clean"
run:
  warnings: 36
  max_cap_viol_count: 0
tightest hold or removal path, delay by kind of cell:
kind	cells	cell delay, ps
AND-OR/OR-AND	1	90
buffers and inverters	2	290
stage by stage:
stage	hold slack [ps]	std cells	worst slack, ps	setup TNS [ps]
2_1_floorplan	694.1	301	322.5	0
6_report	1054	299	49.98	0
4_1_cts	1173	298	0.8555	0
3_3_place_gp	1734	297	-628.2	-11230
5_1_grt	1092	299	1.359	0
3_5_place_dp	1732	297	-634.5	-11330
worst max path at each step:
stage / start / end / slack [ps] / cells past startpoint
after CTS: regVal[14] / regChar[57] / 0.9 / 5
after global routing: regVal[4] / regChar[44] / 1 / 3
final: regVal[10] / regChar[55] / 50 / 6
timing repair:
action	4_1_cts	5_1_grt
endpoints found under the hold margin	0	0
pin swaps	7	8
gates resized	78	13
setup endpoints to repair	28	14
buffers inserted	1	1
hold buffers	0	0
cells in the final DEF (no fill, tap or decap), types with 3 or more instances in the layout:
cell type,count
a31oi_1,3
buf_2,8
buf_4,16
clkbuf_2,3
clkdlybuf4s15_1,4
clkdlybuf4s50_1,21
conb_1,114
dlygate4sd2_1,12
ha_1,6
inv_1,5
inv_2,7
nand2_1,3
nand2b_1,6
nand3b_1,4
nor2_1,3
nor2b_1,3
nor3b_1,3
o21a_1,3
cells in the mapped netlist (all sizes together):
| master | number |
|---|---|
| a31o | 3 |
| a21boi | 4 |
| ha | 8 |
| nand2b | 6 |
| o21a | 3 |
| nor3b | 4 |
| nand4b | 1 |
| a31oi | 3 |
| nor2 | 3 |
| or2 | 3 |
| conb | 2 |
| dlxtn | 2 |
| o211ai | 2 |
| o21ai | 1 |
| xor2 | 1 |
| and4b | 1 |
| buf | 118 |
| nand3b | 4 |
| nor4 | 1 |
| inv | 12 |
| nand2 | 3 |
| nand3 | 1 |
| nor2b | 3 |
routing by layer:
metal  wire length [um]  vias up  global-route usage, %
met3                333        0                  2.953
met2               1920       75                  17.25
met5                  0        -                      0
met4                  0        0                      0
met1               1302      430                  8.738
li1                   -      493                      -
where the power goes:
part,total [mW],internal [mW],switching [mW]
combinational,0.254,0.156,0.0982
clock,0,0,0
sequential,0.000736,0.000666,0.0000695
final cells by class:
cell class	count	area, um^2
Fill cell	402	2148
Multi-Input combinational cell	169	882.1
Timing Repair Buffer	68	578.1
Tap cell	48	60.06
Inverter	12	45.04
Sequential cell	2	30.03
cell families after synthesis:
logic type / count (synthesis)
latches: 2
simple gates: 30
other cells: 2
compound gates: 16
fa+ha+maj: 8
buf+inv: 130
xor+xnor: 1
Power and IR drop assume default switching activity.
